## design.v

```verilog
module if_stage  (input logic 	      clk,              
				  input logic 	      rst,              
				  input logic 	      mem_wb_valid_inst, 
			      input logic   	  ex_take_branch_out, 
				  input logic [31:0]  ex_target_PC_out,   
				  input logic [31:0]  Imem2proc_data,     
				  input logic         PC_stall,           
				  output logic [31:0] proc2Imem_addr,     
				  output logic [31:0] if_PC_out,          
				  output logic [31:0] if_NPC_out,         
			      output logic [31:0] if_IR_out,          
				  output logic        if_valid_inst_out   
				  );
logic [31:0] PC_reg; 				    
logic [31:0] PC_plus_4;
logic [31:0] next_PC;
logic 	PC_enable;
assign proc2Imem_addr ={PC_reg[31:2], 2'b0};
assign if_IR_out = Imem2proc_data;
assign PC_plus_4 = PC_reg + 4;
assign next_PC = (ex_take_branch_out) ? ex_target_PC_out : PC_plus_4;
assign PC_enable = ex_take_branch_out | ~PC_stall;  
assign if_PC_out = PC_reg;
assign if_NPC_out = PC_plus_4;
always_ff @(posedge clk) begin
	if(rst)
		PC_reg <= 0;        
	else if(PC_enable)
		PC_reg <= next_PC;  
end 
assign if_valid_inst_out = 1;
endmodule   
```

## run.sh

```bash
#!/bin/bash
# OpenROAD 26Q1-2900-gdf79404cd8, Yosys 0.63+post, stock flow scripts
make -C /OpenROAD-flow-scripts/flow DESIGN_CONFIG=/design/flow/config.mk WORK_HOME=/design/flow/orfs finish
```

## config.mk

```make
export PLATFORM = sky130hd
export DESIGN_NAME = if_stage
export DESIGN_NICKNAME = if_stage
export VERILOG_FILES = /design/flow/design.v
export SDC_FILE = /design/flow/constraint.sdc
export NUM_CORES = 4
export LEC_CHECK = 1
export CORE_AREA = 10 10 134 134
export DIE_AREA = 0 0 144 144
```

## constraint.sdc

```tcl
current_design if_stage

set clk_period 5.3
set clk_io_pct 0.2

create_clock -name clk0 -period $clk_period [get_ports {clk}]

set non_clock_inputs [all_inputs -no_clocks]
set_input_delay [expr $clk_period * $clk_io_pct] -clock clk0 $non_clock_inputs
set_output_delay [expr $clk_period * $clk_io_pct] -clock clk0 [all_outputs]
```

==> flow_results.xml <==
<?xml version="1.0" encoding="UTF-8"?>
<metrics>
  <group name="sta">
    <metric name="slew-limit-headroom" unit="%">66.4</metric>
    <metric name="tns" unit="ps">0</metric>
    <metric name="skew" unit="ps">3.11</metric>
    <metric name="slew_violations" unit="">0</metric>
    <metric name="rsz0062_at_grt" unit="">no</metric>
    <metric name="finalSetupViolCount" unit="">0</metric>
    <metric name="min_period_over_period" unit="%">77.1</metric>
    <metric name="worst_slew_pin_slew" unit="ps">501</metric>
    <metric name="maxClockFrequency" unit="MHz">245</metric>
    <metric name="endpoints_failing_hold" unit="">0</metric>
    <metric name="fin_worst_hold_slack" unit="ps">518</metric>
    <metric name="shortest_clock_period_the_worst_path_allows_after_layout" unit="ps">4090</metric>
  </group>
  <group name="global_route">
    <metric name="grtUsageTotal" unit="%">9.66</metric>
    <metric name="antenna_found_initial" unit="">0</metric>
    <metric name="grt_first_pass_wirelength" unit="um">15600</metric>
    <metric name="grt_remaining_overflow" unit="">0</metric>
    <metric name="pin_count_of_the_biggest_net_entering_global_routing" unit="">44</metric>
    <metric name="grt_pass1_vias" unit="">2611</metric>
  </group>
  <group name="setup_path">
    <metric name="critical_r2r_launch" unit="">PC_reg[2]</metric>
    <metric name="worst_endpoint_required_time" unit="ps">4240</metric>
    <metric name="r2r_slack" unit="ps">2610</metric>
    <metric name="worstPathArrival" unit="ps">3030</metric>
    <metric name="worstSetupEndpoint" unit="">if_NPC_out[24]</metric>
    <metric name="worst-setup-path-type" unit="">register to output pin</metric>
    <metric name="worst-path-max-fanout" unit="">12</metric>
    <metric name="worst_r2r_endpoint" unit="">PC_reg[18]</metric>
    <metric name="critical_path.startpoint" unit="">PC_reg[2]</metric>
    <metric name="cp-start-kind" unit="">register</metric>
    <metric name="end_kind" unit="">output pin</metric>
    <metric name="worstRegToRegCells" unit="">5</metric>
  </group>
  <group name="clock_network">
    <metric name="cts-htree-levels" unit="">2</metric>
    <metric name="cts_hold_repair.buffers" unit="">0</metric>
    <metric name="tritoncts_sinks" unit="">32</metric>
    <metric name="insertion_delay_to_the_later_sink_of_the_worst_skew_pair" unit="ps">270</metric>
    <metric name="post-cts-setup-buffers" unit="">0</metric>
    <metric name="post_cts.resized_instances" unit="">0</metric>
    <metric name="cts.clk_slew.worst_paths" unit="ps">50</metric>
    <metric name="cts-buffers-inserted" unit="">5</metric>
    <metric name="clock_root_cell" unit="">sky130_fd_sc_hd__clkbuf_16</metric>
    <metric name="tritoncts" unit="">done</metric>
    <metric name="cts_max_path_buffers" unit="">2</metric>
  </group>
  <group name="yosys">
    <metric name="mapped_area" unit="sq um">2890</metric>
    <metric name="synthesis.yosys.warnings" unit="">1</metric>
    <metric name="predominant_post_synthesis_flop_cell" unit="">sky130_fd_sc_hd__dfxtp_1</metric>
    <metric name="synth-area-yosys" unit="sq um">2890</metric>
    <metric name="synth.ff_latch_count" unit="">32</metric>
    <metric name="yosysCellCount" unit="">375</metric>
    <metric name="number_of_distinct_library_cell_variants_in_the_gate_level_netlist_after_synthesis" unit="">45</metric>
    <metric name="synth_area_per_cell" unit="sq um">7.70</metric>
    <metric name="number_of_cells_produced_by_synthesis" unit="">375</metric>
    <metric name="yosys.stat.seqShare" unit="%">22.2</metric>
    <metric name="synth-async-reset-ratio" unit="%">0</metric>
    <metric name="enable_flop_cells" unit="">0</metric>
  </group>
  <group name="drt">
    <metric name="route.detailed.drc" unit="">0</metric>
    <metric name="drt.antenna.violating_nets" unit="">0</metric>
    <metric name="avgRoutedWirePerCell" unit="um">17.2</metric>
    <metric name="diodes" unit="">0</metric>
    <metric name="post_drt_via_cell_ratio" unit="">4.55</metric>
    <metric name="detailroute.via_count" unit="">2769</metric>
    <metric name="detail_route.first_pass.iterations" unit="">4</metric>
    <metric name="postRouteWirelength" unit="um">10400</metric>
    <metric name="first_iter_violations" unit="">125</metric>
  </group>
  <group name="layout">
    <metric name="most-common-layout-cells" unit="">129 x sky130_fd_sc_hd__clkdlybuf4s50_1, 37 x sky130_fd_sc_hd__nor2_1, 32 x sky130_fd_sc_hd__dfxtp_1</metric>
    <metric name="drive_above_1_share" unit="%">4.76</metric>
    <metric name="largest_register_ffs" unit="">32</metric>
    <metric name="areaGrowthSynthToFinish" unit="%">37.2</metric>
    <metric name="layout.cells.most_common" unit="">sky130_fd_sc_hd__clkdlybuf4s50_1</metric>
    <metric name="utilization" unit="%">26.2</metric>
  </group>
  <group name="power">
    <metric name="design_power_total" unit="mW">0.777</metric>
    <metric name="p_leak" unit="nW">1.38</metric>
    <metric name="irDropWorstVdd" unit="mV">0.118</metric>
    <metric name="power-per-cell-area" unit="nW/um^2">196</metric>
  </group>
  <group name="floorplan">
    <metric name="core_area" unit="sq um">15100</metric>
    <metric name="die_y" unit="um">144</metric>
    <metric name="die_w" unit="um">144</metric>
    <metric name="ios" unit="">198</metric>
    <metric name="die-area" unit="sq um">20700</metric>
    <metric name="fp_util" unit="%">19.1</metric>
    <metric name="num_rows" unit="">45</metric>
  </group>
  <group name="flow_run">
    <metric name="tool_warnings" unit="">26</metric>
    <metric name="cap_violations" unit="">0</metric>
  </group>
  <group name="min_path">
    <metric name="hold_crit_path_type" unit="">register to register</metric>
  </group>
  <group name="placement">
    <metric name="count_of_input_and_output_buffers" unit="">129</metric>
    <metric name="gp_congestion" unit="">0.783</metric>
    <metric name="place_hpwl" unit="um">8050</metric>
  </group>
  <group name="status">
    <metric name="run_status" unit="">complete, no violations</metric>
  </group>
</metrics>
[cell usage after synthesis (3+ instances only)]
library cell | count | area share (%)
sky130_fd_sc_hd__a211oi_1 | 16 | 4.2
sky130_fd_sc_hd__nor2b_1 | 3 | 0.65
sky130_fd_sc_hd__xor2_1 | 22 | 6.7
sky130_fd_sc_hd__o21ai_0 | 4 | 0.69
sky130_fd_sc_hd__mux2i_1 | 3 | 1.0
sky130_fd_sc_hd__nand4_2 | 4 | 1.7
sky130_fd_sc_hd__xnor2_1 | 20 | 6.1
sky130_fd_sc_hd__and3_1 | 5 | 1.1
sky130_fd_sc_hd__nand3_1 | 6 | 1.0
sky130_fd_sc_hd__dfxtp_1 | 32 | 22
sky130_fd_sc_hd__or3_1 | 6 | 1.3
sky130_fd_sc_hd__o31ai_1 | 4 | 1.0
sky130_fd_sc_hd__nor4_1 | 12 | 2.6
sky130_fd_sc_hd__nor3_1 | 10 | 1.7
sky130_fd_sc_hd__a21oi_1 | 3 | 0.52
sky130_fd_sc_hd__clkbuf_1 | 16 | 2.1
sky130_fd_sc_hd__a2111oi_0 | 5 | 1.5
sky130_fd_sc_hd__nand4_1 | 11 | 2.4
sky130_fd_sc_hd__or4_1 | 5 | 1.3
sky130_fd_sc_hd__nand2_1 | 21 | 2.7
sky130_fd_sc_hd__buf_2 | 6 | 1.0
sky130_fd_sc_hd__and2_1 | 3 | 0.65
sky130_fd_sc_hd__buf_4 | 70 | 18
sky130_fd_sc_hd__and4_1 | 9 | 2.7
sky130_fd_sc_hd__a311oi_1 | 8 | 2.4
sky130_fd_sc_hd__inv_1 | 10 | 1.3
sky130_fd_sc_hd__nor2_1 | 37 | 4.8
[cell type report]
type	instances	area (sq um)
multi-input combinational	236	1570
sequential	32	641
timing repair buffer	134	1330
tap	188	235
clock buffer	7	153
inverter	11	41.3
fill	1569	11200
[routing by layer]
| layer | routed length (um) | GRT usage [%] | vias to the layer above |
|---|---|---|---|
| met5 | 0 | 0 | - |
| met4 | 42 | 0.645 | 0 |
| met3 | 1150 | 3.79 | 8 |
| met2 | 4870 | 15.7 | 114 |
| met1 | 4370 | 12.4 | 1296 |
| li1 | - | - | 1351 |
[worst max-delay path: stages, from the launching register on]
cell	delay (ps)
sky130_fd_sc_hd__dfxtp_1	510
sky130_fd_sc_hd__ha_1	280
sky130_fd_sc_hd__nand3_1	330
sky130_fd_sc_hd__or3_1	690
sky130_fd_sc_hd__nor3_1	290
sky130_fd_sc_hd__xor2_1	170
sky130_fd_sc_hd__clkdlybuf4s50_1	490
[stage by stage]
step                      setup slack, ps  cells  area (sq um)
final                                1210    608          3970
after global routing                  921    608          3970
after CTS                            1130    608          3970
after detailed placement             1450    601          3810
after global placement               1480    601          3810
after floorplan                      2430    376          2890
[power by group]
part	internal (mW)	switching, mW
Sequential	0.258	0.0390
Combinational	0.128	0.0523
Clock	0.197	0.103
[cells by family (layout without fill, tap and decap cells)]
| group | count (synthesis) | after routing | share of synthesized area (%) |
|---|---|---|---|
| AND/OR/NAND/NOR | 138 | 138 | 26.7 |
| buffers and inverters | 108 | 152 | 23.7 |
| AND-OR/OR-AND | 49 | 49 | 12.9 |
| XOR/XNOR | 42 | 42 | 12.7 |
| flip-flops | 32 | 32 | 22.2 |
| multiplexers | 3 | 3 | 1.04 |
| other | 2 | 3 | 0.260 |
| adder cells (fa/ha/maj) | 1 | 1 | 0.433 |
[how the worst min path moves through the flow]
stage	startpoint	end	cells past startpoint
CTS	PC_reg[1]	PC_reg[1]	2
global route	PC_reg[1]	PC_reg[1]	2
finish	PC_reg[1]	PC_reg[1]	2
Power and IR drop assume default switching activity.
